==> flow/design.v <==
module fulladder1bit(s,c,x,y,z);
   output s;
   output c;
   input  x;
   input  y;
   input  z;
   wire   temp1, temp2, temp3;
   xor #(1) (s,x,y,z);
   and #(1) (temp1, x, y);
   and #(1) (temp2, x, z);
   and #(1) (temp3, y, z);
   or #(1) (c, temp1, temp2, temp3);
endmodule  
module csa32bit(s, c, x, y, z);
   output [31:0] s;
   output [31:0] c;
   input [31:0]  x;
   input [31:0]  y;
   input [31:0]  z;
   buf b1(c[0], 1'b 0);
   wire 	 temp;   
   fulladder1bit f1(s[0], c[1], x[0], y[0], z[0]);
   fulladder1bit f2(s[1], c[2], x[1], y[1], z[1]);
   fulladder1bit f3(s[2], c[3], x[2], y[2], z[2]);
   fulladder1bit f4(s[3], c[4], x[3], y[3], z[3]);
   fulladder1bit f5(s[4], c[5], x[4], y[4], z[4]);
   fulladder1bit f6(s[5], c[6], x[5], y[5], z[5]);
   fulladder1bit f7(s[6], c[7], x[6], y[6], z[6]);
   fulladder1bit f8(s[7], c[8], x[7], y[7], z[7]);
   fulladder1bit f9(s[8], c[9], x[8], y[8], z[8]);
   fulladder1bit f10(s[9], c[10], x[9], y[9], z[9]);
   fulladder1bit f11(s[10], c[11], x[10], y[10], z[10]);
   fulladder1bit f12(s[11], c[12], x[11], y[11], z[11]);
   fulladder1bit f13(s[12], c[13], x[12], y[12], z[12]);
   fulladder1bit f14(s[13], c[14], x[13], y[13], z[13]);
   fulladder1bit f15(s[14], c[15], x[14], y[14], z[14]);
   fulladder1bit f16(s[15], c[16], x[15], y[15], z[15]);
   fulladder1bit f17(s[16], c[17], x[16], y[16], z[16]);
   fulladder1bit f18(s[17], c[18], x[17], y[17], z[17]);
   fulladder1bit f19(s[18], c[19], x[18], y[18], z[18]);
   fulladder1bit f20(s[19], c[20], x[19], y[19], z[19]);
   fulladder1bit f21(s[20], c[21], x[20], y[20], z[20]);
   fulladder1bit f22(s[21], c[22], x[21], y[21], z[21]);
   fulladder1bit f23(s[22], c[23], x[22], y[22], z[22]);
   fulladder1bit f24(s[23], c[24], x[23], y[23], z[23]);
   fulladder1bit f25(s[24], c[25], x[24], y[24], z[24]);
   fulladder1bit f26(s[25], c[26], x[25], y[25], z[25]);
   fulladder1bit f27(s[26], c[27], x[26], y[26], z[26]);
   fulladder1bit f28(s[27], c[28], x[27], y[27], z[27]);
   fulladder1bit f29(s[28], c[29], x[28], y[28], z[28]);   
   fulladder1bit f30(s[29], c[30], x[29], y[29], z[29]);
   fulladder1bit f31(s[30], c[31], x[30], y[30], z[30]);
   fulladder1bit f32(s[31], temp,  x[31], y[31], z[31]);
endmodule  
==> flow/run.sh <==
#!/bin/bash
# OpenROAD 26Q1-2900-gdf79404cd8, Yosys 0.63+post, stock flow scripts
make -C /OpenROAD-flow-scripts/flow DESIGN_CONFIG=/design/flow/config.mk WORK_HOME=/design/flow/orfs finish
==> flow/config.mk <==
export PLATFORM = sky130hd
export DESIGN_NAME = csa32bit
export DESIGN_NICKNAME = csa32bit
export VERILOG_FILES = /design/flow/design.v
export SDC_FILE = /design/flow/constraint.sdc
export NUM_CORES = 4
export LEC_CHECK = 1
export CORE_AREA = 10 10 100 100
export DIE_AREA = 0 0 110 110
==> flow/constraint.sdc <==
current_design csa32bit

set clk_period 1.2
set clk_io_pct 0.2

create_clock -name clk0 -period $clk_period

set non_clock_inputs [all_inputs -no_clocks]
set_input_delay [expr $clk_period * $clk_io_pct] -clock clk0 $non_clock_inputs
set_output_delay [expr $clk_period * $clk_io_pct] -clock clk0 [all_outputs]
==> summary.rpt <==
SYNTHESIS
------------------------------------------------------------------------------------
Parity-gate share of the synthesized area counting xor and xnor cells         0.0211
Yosys cell types                                                                   4
Number of warnings reported in the yosys synthesis log                             0
Number of cells in the yosys synthesis report                                     97
Instance count of the mapped netlist                                              97
Largest combinational cell category by area                              adder cells
Post-synthesis compound-gate area fraction                                         0
Adder and majority gate portion of the synthesized area                        0.550
Area fraction in and, or, nand and nor cells                                       0
Synth Seq Share                                                                    0
Cell area after synthesis                                                 1130 sq um
Yosys-reported design area after synthesis                                1130 sq um
Post-synthesis mux area share                                                      0
Mapped Avg Cell Area                                                      11.6 sq um

PWR
------------------------------------------------------------------------------------
Final Total Pwr                                                           0.000688 W
Power per Cell Area                                                      333 nW/um^2
Worst ir drop on vdd                                                        0.102 mV
Leakage power                                                               0.986 nW

WORST SETUP PATH
------------------------------------------------------------------------------------
Maximum fanout encountered on the critical timing path                             1
Nature of the critical path startpoint                                     input pin
Critical path class                                                     input pin to primary output
Critical path data arrival time                                              0.98 ns
Worst Setup End Kind                                                    primary output
Endpoint required time on the critical path                                  0.96 ns

STA
------------------------------------------------------------------------------------
Post-route setup TNS                                                       -0.147 ns
Final Hold Slack                                                            0.777 ns
Final setup vio count                                                             20
Unrepaired setup endpoints after global routing                                  yes
Part of the cycle the worst path needs                                          1.01
Setup ws final                                                            -0.0177 ns
Final Max Slew Viols                                                               0
Min Tclk post-route                                                          1.22 ns
Fin. Hold Viols                                                                    0
Timing-limited maximum frequency                                             821 MHz

LAYOUT
------------------------------------------------------------------------------------
Dominant logic cell type in the layout                                  sky130_fd_sc_hd__buf_2
Area growth from synthesis to layout                                           83.1%
Sequential cell area                                                         0 sq um
Top library cells by usage in the layout, fill and taps aside           78 x sky130_fd_sc_hd__buf_2, 49 x sky130_fd_sc_hd__buf_6, 20 x sky130_fd_sc_hd__clkdlybuf4s15_1
# clk buffers                                                                      0
Number of fillers in the final layout                                            861
Number of flip-flops and latches                                                   0
Share of final-layout standard cells stronger than drive strength 1            0.766

DETAILED ROUTING
------------------------------------------------------------------------------------
Antenna Cells                                                                      0
DRT Pass-1 Iters                                                                   2
DR WL/cell                                                                   14.7 um
Post-route DRC                                                                     0
Vias per inst                                                                   3.21
DRC marker count from the first detailed-route iteration                          15
Routed wire length                                                           4330 um
Remaining antenna violation count after routing                                    0
DR vias                                                                          944

PLACEMENT
------------------------------------------------------------------------------------
DP Wirelength                                                                4260 um
Final weighted congestion of routability-driven global placement               0.759
Worst slack, placed                                                        -0.778 ns
Count of port buffers added during placement                                     159

GRT
------------------------------------------------------------------------------------
Vias in the first global route                                                  1071
GRT overflow                                                                       0
Maximum number of pins on one net before global-route repair                       2
Global-route wire length before repair                                       6020 um
Initial antenna violation count                                                    0
Total routing usage reported by global routing                                0.0634

DIE
------------------------------------------------------------------------------------
I/O pin total                                                                    160
Die Height                                                                    110 um
Die width                                                                     110 um
Core Density at Floorplan                                                      0.145
Overall die area                                                         12100 sq um
Number of rows in the core area                                                   32
Floorplan Core Area                                                       7810 sq um

CTS
------------------------------------------------------------------------------------
CTS Hold Bufs                                                                      0
Post-CTS setup repair buffer count                                                 0

JOB
------------------------------------------------------------------------------------
Tool warnings                                                                     34
Max-Cap Viols                                                                      0

OUTCOME
------------------------------------------------------------------------------------
Outcome                                                                 finished, violations left
Violations in the final reports                                         setup timing

WORST HOLD PATH
------------------------------------------------------------------------------------
Class of the most critical hold timing path                             input pin to primary output

==> metrics by stage <==
step           cells  area [sq um]   util
3_3_place_gp     294          2370  0.303
6_report         294          2070  0.265
2_1_floorplan     97          1130      -
5_1_grt          294          2070  0.265
4_1_cts          294          1950  0.250
3_5_place_dp     294          2370  0.303
==> cells in the mapped netlist <==
cell type | instances | area [sq um]
sky130_fd_sc_hd__fa_1 | 31 | 621
sky130_fd_sc_hd__xor3_1 | 1 | 23.8
sky130_fd_sc_hd__conb_1 | 1 | 3.75
sky130_fd_sc_hd__buf_4 | 64 | 480
==> worst max-delay path, cell delays in order <==
cell and delay, ns:
sky130_fd_sc_hd__buf_6 0.09, sky130_fd_sc_hd__fa_2 0.56, sky130_fd_sc_hd__buf_6 0.09
==> kinds of logic after synthesis <==
family | after synthesis
xor+xnor | 1
other cells | 1
fa+ha+maj | 31
buf+inv | 64
==> layer usage <==
layer,global-route usage,routed length (um),part of all wire
met5,0,0,0
met4,0,0,0
met3,0.0317,651,0.15
met2,0.116,2410,0.56
met1,0.0683,1270,0.29
==> what timing repair did <==
item	4_1_cts	5_1_grt
gates resized	571	26
pin swaps	31	18
setup endpoints to repair	63	37
hold endpoints to repair	0	0
==> power by group <==
part / switching, W / internal, W
Sequential: 0 / 0
Clock: 0 / 0
Combinational: 0.000204 / 0.000484
==> final cells by class <==
class	count	area [sq um]	area share
timing repair buffer	159	1250	0.603
tap	102	128	0.0617
multi-input combinational	33	693	0.335
==> path summary, 6_finish.rpt <==
kind  startpoint  depth (start not counted)  endpoint
min        y[27]                          3     s[27]
max        z[19]                          3     s[19]
Power figures rest on the tool's default switching activity, not on a simulated workload.

## flow/constraint.sdc

```tcl
current_design eightto1mux16bit

set clk_period 3.3
set clk_io_pct 0.2

create_clock -name clk0 -period $clk_period

set non_clock_inputs [all_inputs -no_clocks]
set_input_delay [expr $clk_period * $clk_io_pct] -clock clk0 $non_clock_inputs
set_output_delay [expr $clk_period * $clk_io_pct] -clock clk0 [all_outputs]
```

## flow/run.sh

```bash
#!/bin/bash
# OpenROAD 26Q1-2900-gdf79404cd8, Yosys 0.63+post, stock flow scripts
make -C /OpenROAD-flow-scripts/flow DESIGN_CONFIG=/design/flow/config.mk WORK_HOME=/design/flow/orfs finish
```

## flow/design.v

```verilog
module eightto1mux1bit(out, in7, in6, in5, in4, in3, in2, in1, in0, select);
   output  out;
   input   in7, in6, in5, in4, in3, in2, in1, in0;
   input [2:0] select;
   wire        temp1, temp0, n, temp2, temp3;
   wire  [2:0]      select1;
   wire [2:0] 	    neg;
   not #(1) (neg[0], select[0]);
   not #(1) (neg[1], select[1]);
   not #(1) (neg[2], select[2]);
   and #(1) (t0, neg[2], neg[1], neg[0], in0);
   and #(1) (t1, neg[2], neg[1], select[0], in1);
   and #(1) (t2, neg[2], select[1], neg[0], in2);
   and #(1) (t3, neg[2], select[1], select[0], in3);
   and #(1) (t4, select[2], neg[1], neg[0], in4);
   and #(1) (t5, select[2], neg[1], select[0], in5);
   and #(1) (t6, select[2], select[1], neg[0], in6);
   and #(1) (t7, select[2], select[1], select[0], in7);
   or #(1) (t11, t0, t1, t2, t3);
   or #(1) (out, t11, t4, t5, t6, t7);
endmodule  
module eightto1mux16bit(out, in7, in6, in5, in4, in3, in2, in1, in0, select);
   output [15:0] out;
   input [15:0]  in3;
   input [15:0]  in2;
   input [15:0]  in1;
   input [15:0]  in0;
   input [15:0]  in4;
   input [15:0]  in5;
   input [15:0]  in6;
   input [15:0]  in7;
   input [2:0] 	 select;
   eightto1mux1bit m1(out[0], in7[0], in6[0], in5[0], in4[0], in3[0], in2[0], in1[0], in0[0], select);
   eightto1mux1bit m2(out[1], in7[1], in6[1], in5[1], in4[1], in3[1], in2[1], in1[1], in0[1], select);
   eightto1mux1bit m3(out[2], in7[2], in6[2], in5[2], in4[2], in3[2], in2[2], in1[2], in0[2], select);
   eightto1mux1bit m4(out[3], in7[3], in6[3], in5[3], in4[3], in3[3], in2[3], in1[3], in0[3], select);
   eightto1mux1bit m5(out[4], in7[4], in6[4], in5[4], in4[4], in3[4], in2[4], in1[4], in0[4], select);
   eightto1mux1bit m6(out[5], in7[5], in6[5], in5[5], in4[5], in3[5], in2[5], in1[5], in0[5], select);
   eightto1mux1bit m7(out[6], in7[6], in6[6], in5[6], in4[6], in3[6], in2[6], in1[6], in0[6], select);
   eightto1mux1bit m8(out[7], in7[7], in6[7], in5[7], in5[7], in3[7], in2[7], in1[7], in0[7], select);
   eightto1mux1bit m9(out[8], in7[8], in6[8], in5[8], in4[8], in3[8], in2[8], in1[8], in0[8], select);
   eightto1mux1bit m10(out[9], in7[9], in6[9], in5[9], in4[9], in3[9], in2[9], in1[9], in0[9], select);
   eightto1mux1bit m11(out[10], in7[10], in6[10], in5[10], in4[10], in3[10], in2[10], in1[10], in0[10], select);
   eightto1mux1bit m12(out[11], in7[11], in6[11], in5[11], in4[11], in3[11], in2[11], in1[11], in0[11], select);
   eightto1mux1bit m13(out[12], in7[12], in6[12], in5[12], in4[12], in3[12], in2[12], in1[12], in0[12], select);
   eightto1mux1bit m14(out[13], in7[13], in6[12], in5[12], in4[12], in3[13], in2[13], in1[13], in0[13], select);
   eightto1mux1bit m15(out[14], in7[14], in6[14], in5[14], in4[14], in3[14], in2[14], in1[14], in0[14], select);
   eightto1mux1bit m16(out[15], in7[15], in6[15], in5[15], in4[15], in3[15], in2[15], in1[15], in0[15], select);
endmodule  
```

## flow/config.mk

```make
export PLATFORM = sky130hd
export DESIGN_NAME = eightto1mux16bit
export DESIGN_NICKNAME = eightto1mux16bit
export VERILOG_FILES = /design/flow/design.v
export SDC_FILE = /design/flow/constraint.sdc
export NUM_CORES = 4
export LEC_CHECK = 1
export CORE_AREA = 10 10 76 76
export DIE_AREA = 0 0 86 86
```

==> load_flow_metrics.sql <==
-- flow metrics import
INSERT INTO impl_metrics (metric_group, metric, value, unit) VALUES
('yosys', 'synth_warnings', '9', ''),
('pwr', 'pwr_density_cell', '127', 'nW/um^2'),
('yosys', 'synth.top_cells.by_count', '39 x sky130_fd_sc_hd__nand2_1, 23 x sky130_fd_sc_hd__mux4_2, 16 x sky130_fd_sc_hd__buf_4', ''),
('min_path', 'worstHoldEndpoint', 'out[7]', ''),
('run_status', 'outcome', 'finished, final reports clean', ''),
('sta', 'final_hold_viol_count', '0', ''),
('yosys', 'post_synthesis_cell_area', '1140', 'sq um'),
('layout', 'clock_buffers', '0', ''),
('placement', 'post-place-ws', '197', 'ps'),
('min_path', 'worst_hold_path.num_cells', '5', ''),
('global_route', 'grt_first_pass_wirelength', '8660', 'um'),
('sta', 'finalCritPeriodShare', '0.946', ''),
('placement', 'placed_area', '2480', 'sq um'),
('yosys', 'yosysMostFrequentCell', 'sky130_fd_sc_hd__nand2_1', ''),
('layout', 'register_cell_area_after_layout', '0', 'sq um'),
('global_route', 'groute.usage.overall', '0.149', ''),
('layout', 'ff_count', '0', ''),
('placement', 'finalWeightedCongestion', '0.847', ''),
('routing', 'antennaDiodeCount', '0', ''),
('floorplan', 'placeableCoreArea', '4120', 'sq um'),
('routing', 'viasPerCell', '4.99', ''),
('flow_run', 'openroad.warnings', '37', ''),
('yosys', 'synthDominantAreaCellType', 'sky130_fd_sc_hd__mux4_2', ''),
('yosys', 'synth.lib_cells_used.distinct', '22', ''),
('routing', 'detailedRoute.firstPassIterationCount', '4', ''),
('placement', 'dp_hpwl', '4870', 'um'),
('critical_path', 'cp-end-kind', 'primary output', ''),
('yosys', 'syn-instance-count', '114', ''),
('clocking', 'cts.hold.buffers_added', '0', ''),
('yosys', 'yosys-stat-area', '1140', 'sq um'),
('critical_path', 'crit_required', '2640', 'ps'),
('yosys', 'synth-cells-yosys', '114', ''),
('sta', 'slew_worst_pin', '330', 'ps'),
('floorplan', 'die_w', '86', 'um'),
('routing', 'drt_first_iter_violations', '41', ''),
('sta', 'layout_min_cycle_time', '3120', 'ps'),
('min_path', 'beginning_of_the_worst_hold_path', 'select[0]', ''),
('floorplan', 'die-height', '86', 'um'),
('pwr', 'p_leak', '0.000950', 'uW'),
('sta', 'setup_viol', '0', ''),
('clocking', 'post_cts.resized_instances', '0', ''),
('routing', 'drt.antenna.violating_nets', '0', ''),
('min_path', 'min_path_type', 'in2out', ''),
('global_route', 'overflow', '0', ''),
('yosys', 'synth_sequential_area_ratio', '0', ''),
('sta', 'drv_slew', '0', ''),
('yosys', 'synth_area_per_cell', '10.0', 'sq um'),
('global_route', 'vias_in_the_first_global_route', '1518', ''),
('floorplan', 'top_level_ports', '147', ''),
('global_route', 'antenna_found_initial', '0', ''),
('sta', 'fmax', '320', 'MHz'),
('global_route', 'grt_max_degree', '37', ''),
('critical_path', 'critical_path.max_fanout', '12', ''),
('placement', 'place.port_buffers', '143', ''),
('routing', 'post-route-drc-count', '0', ''),
('critical_path', 'data_arrival_time_at_the_worst_slack_endpoint', '2460', 'ps'),
('layout', 'area_growth_syn_to_layout', '117', '%'),
('routing', 'wire_per_inst', '19.6', 'um'),
('sta', 'slew_headroom', '0.779', ''),
('sta', 'setup_ws', '179', 'ps'),
('layout', 'postLayoutCellArea', '2480', 'sq um'),
('floorplan', 'chip_area', '7400', 'sq um'),
('floorplan', 'core_util_floorplan', '0.278', ''),
('flow_run', 'timing.max_cap.violations', '0', ''),
('yosys', 'synth.area.top_cells', 'sky130_fd_sc_hd__mux4_2 45%, sky130_fd_sc_hd__nand2_1 13%, sky130_fd_sc_hd__buf_4 10%', ''),
('floorplan', 'core.rowCount', '23', ''),
('clocking', 'cts.repair_timing.setup_buffer_count', '0', ''),
('routing', 'postRouteWirelength', '5590', 'um'),
('sta', 'rsz0062_at_grt', 'false', ''),
('pwr', 'worst_ir_drop_vdd', '84.6', 'uV'),
('critical_path', 'crit_path_kind', 'in2out', ''),
('yosys', 'synthDominantCellAreaShare', '0.452', ''),
('layout', 'fill_cells', '345', ''),
('layout', 'fraction_of_layout_cells_with_a_size_suffix_above_1', '0.136', ''),
('routing', 'vias', '1421', ''),
('critical_path', 'worstSetupStartpointType', 'input port', ''),
('sta', 'timing.setup.tns', '0', 'ps');
critical path, stage by stage:
cell	delay, ps
sky130_fd_sc_hd__clkdlybuf4s50_1	660
sky130_fd_sc_hd__clkinv_1	310
sky130_fd_sc_hd__buf_4	280
sky130_fd_sc_hd__nand2_1	70
sky130_fd_sc_hd__nand2_1	50
sky130_fd_sc_hd__clkdlybuf4s50_1	430
cell type report:
class              instances  area (sq um)  area share
multi-input cells         86           923       0.373
inverters                  1          3.75     0.00151
repair buffers           148          1490       0.601
well taps                 50          62.6      0.0252
power breakdown:
group          switching, uW  internal (uW)  total, uW
clock                      0              0          0
sequential                 0              0          0
combinational           74.4            240        314
placed cells by master, fill, tap and decap left out, types with 2 or more instances in the layout:
cell / instances
sky130_fd_sc_hd__a21oi_1: 2
sky130_fd_sc_hd__a31oi_1: 2
sky130_fd_sc_hd__and4_1: 2
sky130_fd_sc_hd__buf_12: 2
sky130_fd_sc_hd__buf_4: 3
sky130_fd_sc_hd__clkdlybuf4s50_1: 142
sky130_fd_sc_hd__mux2_2: 3
sky130_fd_sc_hd__mux2i_1: 2
sky130_fd_sc_hd__mux4_1: 4
sky130_fd_sc_hd__mux4_2: 23
sky130_fd_sc_hd__nand2_1: 39
routing by layer:
metal / share of wire / up-vias / global-route usage
li1: - / 667 / -
met3: 0.11 / 0 / 0.0524
met2: 0.51 / 84 / 0.260
met4: 0 / 0 / 0
met5: 0 / - / 0
met1: 0.38 / 670 / 0.185
metrics by stage:
stage / utilization / hold slack, ps / std cells / total power (uW)
5_1_grt: 0.602 / 2350 / 285 / 339
3_3_place_gp: 0.602 / 2290 / 285 / 314
4_1_cts: 0.602 / 2300 / 285 / 319
2_1_floorplan: - / 1620 / 114 / 142
6_report: 0.602 / 2290 / 285 / 314
3_5_place_dp: 0.602 / 2300 / 285 / 318
worst max-delay path by stage:
stage                 startpoint  endpoint  slack, ps  cells after the start
final                  select[2]    out[6]        180                      6
after global routing   select[1]    out[2]        100                      7
after CTS              select[1]    out[7]        200                      6
kinds of logic (layout without fill, tap and decap cells):
logic type,after synthesis,count (layout),synth area share
muxes,32,32,0.591
and+or+nand+nor,46,46,0.171
AOI/OAI and AO/OA,8,8,0.0448
buffers and inverters,28,149,0.193
Power is estimated from default activity; no workload was simulated.

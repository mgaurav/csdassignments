**./config.mk**
```make
export PLATFORM = sky130hd
export DESIGN_NAME = hierarchial_cla
export DESIGN_NICKNAME = hierarchial_cla
export VERILOG_FILES = /design/flow/design.v
export SDC_FILE = /design/flow/constraint.sdc
export NUM_CORES = 4
export LEC_CHECK = 1
export CORE_UTILIZATION = 50
```
**./constraint.sdc**
```tcl
current_design hierarchial_cla

set clk_period 1.7
set clk_io_pct 0.2

create_clock -name clk0 -period $clk_period [get_ports {clk}]

set non_clock_inputs [all_inputs -no_clocks]
set_input_delay [expr $clk_period * $clk_io_pct] -clock clk0 $non_clock_inputs
set_output_delay [expr $clk_period * $clk_io_pct] -clock clk0 [all_outputs]
```
**./design.v**
```verilog
module stimulus;
   reg [15:0] A, B;
   reg 	     as;
   wire [15:0] sum;
   wire       cout;
   reg       clk;
   hierarchial_cla adder(sum, cout, A, B, as, clk);
   initial
     begin
	$monitor($time, "A = %d, B = %d, as = %b, -> %b, sum = %d %b\n", A, B, as, cout, sum, sum);
     end
   initial
     begin
	clk = 0;
	A = 16'd0;
	B = 16'd0;
	as = 0;
	#2 A = 16'd16;
	B = 16'd3;
	#4 A = 16'd32768;
	B = 16'd32768;
	as = 1;
	#4 A = 16'd33000;
	B = 16'd18000;
	#4 A = 16'd60000;
	B = 16'd33000;
	#4 A = 16'd1200;
	B = 16'd03;
	#4 A = 16'd99;
	B = 16'd99;
	as = 0;
	#4 A = 16'd100;
	B = 16'd1;
	as = 1;
	#4 A = 16'd1;
	B = 1;
	as = 0;
     end  
   always
     begin
	#2 clk = ~clk;
     end
endmodule  
module generatorNpropogator (g, p, G, P, x, y);
   output [15:0] g, p;
   output [3:0]  G, P;
   input [15:0]	 x, y;
   and #(1) (g[0 ], x[0 ], y[0 ]);
   and #(1) (g[1 ], x[1 ], y[1 ]);
   and #(1) (g[2 ], x[2 ], y[2 ]);
   and #(1) (g[3 ], x[3 ], y[3 ]);
   and #(1) (g[4 ], x[4 ], y[4 ]);
   and #(1) (g[5 ], x[5 ], y[5 ]);
   and #(1) (g[6 ], x[6 ], y[6 ]);
   and #(1) (g[7 ], x[7 ], y[7 ]);
   and #(1) (g[8 ], x[8 ], y[8 ]);
   and #(1) (g[9 ], x[9 ], y[9 ]);
   and #(1) (g[10], x[10], y[10]);
   and #(1) (g[11], x[11], y[11]);
   and #(1) (g[12], x[12], y[12]);
   and #(1) (g[13], x[13], y[13]);
   and #(1) (g[14], x[14], y[14]);
   and #(1) (g[15], x[15], y[15]);
   xor #(1) (p[0 ], x[0 ], y[0 ]);
   xor #(1) (p[1 ], x[1 ], y[1 ]);
   xor #(1) (p[2 ], x[2 ], y[2 ]);
   xor #(1) (p[3 ], x[3 ], y[3 ]);
   xor #(1) (p[4 ], x[4 ], y[4 ]);
   xor #(1) (p[5 ], x[5 ], y[5 ]);
   xor #(1) (p[6 ], x[6 ], y[6 ]);
   xor #(1) (p[7 ], x[7 ], y[7 ]);
   xor #(1) (p[8 ], x[8 ], y[8 ]);
   xor #(1) (p[9 ], x[9 ], y[9 ]);
   xor #(1) (p[10], x[10], y[10]);
   xor #(1) (p[11], x[11], y[11]);
   xor #(1) (p[12], x[12], y[12]);
   xor #(1) (p[13], x[13], y[13]);
   xor #(1) (p[14], x[14], y[14]);
   xor #(1) (p[15], x[15], y[15]);
   and #(1) (P[0], p[3], p[2], p[1], p[0]);
   and #(1) (P[1], p[7], p[6], p[5], p[4]);
   and #(1) (P[2], p[11], p[10], p[9], p[8]);
   and #(1) (P[3], p[15], p[14], p[13], p[12]);
   wire [3:0] g2p33, g1p23, g0p13;
   and #(1) (g0p13[0], g[0], p[1], p[2], p[3]);
   and #(1) (g1p23[0], g[1], p[2], p[3]);   
   and #(1) (g2p33[0], g[2], p[3]);
   and #(1) (g0p13[1], g[4], p[5], p[6], p[7]);
   and #(1) (g1p23[1], g[5], p[6], p[7]);   
   and #(1) (g2p33[1], g[6], p[7]);
   and #(1) (g0p13[2], g[8], p[9], p[10], p[11]);
   and #(1) (g1p23[2], g[9], p[10], p[11]);   
   and #(1) (g2p33[2], g[10], p[11]);
   and #(1) (g0p13[3], g[12], p[13], p[14], p[15]);
   and #(1) (g1p23[3], g[13], p[14], p[15]);   
   and #(1) (g2p33[3], g[14], p[15]);
   or #(1) (G[0], g[3], g2p33[0], g1p23[0], g0p13[0]);
   or #(1) (G[1], g[7], g2p33[1], g1p23[1], g0p13[1]);
   or #(1) (G[2], g[11], g2p33[2], g1p23[2], g0p13[2]);
   or #(1) (G[3], g[15], g2p33[3], g1p23[3], g0p13[3]);
endmodule
module highLevelCarryGenerator (C, P, G, c0);
   output [3:0] C;
   input [3:0] 	P, G;
   input 	c0;
   wire p01, p02, p03, p12, p13, p23;
   wire cp0, cp01, cp02, cp03;
   and #(1) (cp0, c0, P[0]);
   and #(1) (cp01, c0, P[0], P[1]);
   and #(1) (cp02, c0, P[0], P[1], P[2]);
   and #(1) (cp03, c0, P[0], P[1], P[2], P[3]);
   or #(1) (C[0], G[0], cp0);
   wire g0p1, g1p2, g0p12, g2p3, g1p23, g0p13;
   and #(1) (g0p1, G[0], P[1]);
   and #(1) (g1p2, G[1], P[2]);
   and #(1) (g0p12, G[0], P[1], P[2]);
   and #(1) (g2p3, G[2], P[3]);
   and #(1) (g1p23, G[1], P[2], P[3]);
   and #(1) (g0p13, G[0], P[1], P[2], P[3]);
   or #(1) (C[1], G[1], g0p1, cp01);
   or #(1) (C[2], G[2], g1p2, g0p12, cp02);
   or #(1) (C[3], G[3], g2p3, g1p23, g0p13, cp03);
endmodule
module cla4 (sum, p, g, c0);
   output [3:0] sum;
   input [3:0] 	p, g;
   input 	c0;
   wire [3:0]	C;
   highLevelCarryGenerator HLCG (C, p, g, c0);
   xor #(1) (sum[0], p[0], c0);
   xor #(1) (sum[1], p[1], C[0]);
   xor #(1) (sum[2], p[2], C[1]);
   xor #(1) (sum[3], p[3], C[2]);
endmodule  
module hierarchial_cla(out, cout, in1, in2, as, clk);
   output [15:0] out;
   output 	cout;
   input [15:0] in1, in2;
   input as, clk;
   reg [32:0] ISB1;
   reg [40:0] ISB2;
   reg [44:0] ISB3;
   wire [15:0] g, p;
   wire [3:0]  G, P, C;
   wire  c4, c8, c12;
   wire  cout0, cout1, cout2;
   wire  g0, p0, g1, p1, g2, p2, g3, p3;
   wire  p01, p02, p03, p12, p13, p23;
   wire cp0, cp01, cp02, cp03;
   wire g0p1, g1p2, g0p12, g2p3, g1p23, g0p13;
   wire [15:0] 	 in2m;   
   xor #(1) (in2m[0], ISB1[0], as);
   xor #(1) (in2m[1], ISB1[1], as);
   xor #(1) (in2m[2], ISB1[2], as);
   xor #(1) (in2m[3], ISB1[3], as);
   xor #(1) (in2m[4], ISB1[4], as);
   xor #(1) (in2m[5], ISB1[5], as);
   xor #(1) (in2m[6], ISB1[6], as);
   xor #(1) (in2m[7], ISB1[7], as);
   xor #(1) (in2m[8], ISB1[8], as);
   xor #(1) (in2m[9], ISB1[9], as);
   xor #(1) (in2m[10], ISB1[10], as);
   xor #(1) (in2m[11], ISB1[11], as);
   xor #(1) (in2m[12], ISB1[12], as);
   xor #(1) (in2m[13], ISB1[13], as);
   xor #(1) (in2m[14], ISB1[14], as);
   xor #(1) (in2m[15], ISB1[15], as);
   generatorNpropogator GnP (g, p, G, P, in1, in2m);
   highLevelCarryGenerator HLCG (C, ISB2[35:32], ISB2[39:36], ISB2[40]);
   cla4 CLA1 (out[3:0], ISB3[3:0], ISB3[19:16], ISB3[40]);
   cla4 CLA2 (out[7:4], ISB3[7:4], ISB3[23:20], ISB3[41]);
   cla4 CLA3 (out[11:8], ISB3[11:8], ISB3[27:24], ISB3[42]);
   cla4 CLA4 (out[15:12], ISB3[15:12], ISB3[31:28], ISB3[43]);
   assign cout = ISB3[44];
   always @(posedge clk)
     begin
	ISB3[40:0] = ISB2[40:0];
	ISB3[44:41] = C[3:0];
	ISB2[15:0] = p;
	ISB2[31:16] = g;
	ISB2[35:32] = P;
	ISB2[39:36] = G;
	ISB2[40] = ISB1[32];
	ISB1[15:0] = in2;
	ISB1[31:16] = in1;
	ISB1[32] = as;
     end
endmodule
```
**./run.sh**
```bash
#!/bin/bash
# OpenROAD 26Q1-2900-gdf79404cd8, Yosys 0.63+post, stock flow scripts
make -C /OpenROAD-flow-scripts/flow DESIGN_CONFIG=/design/flow/config.mk WORK_HOME=/design/flow/orfs finish
```
==> results.json <==
{
  "status": "finished, violations left",
  "violations": "setup timing",
  "core_area_mm2": 0.004786,
  "netlist_top_cells_area": "dfxtp_1, ha_1, xor2_1",
  "cp-end-kind": "output port",
  "period_used_pct": 107.1,
  "clkSinkCount": 87,
  "finalSetupViolCount": 4,
  "vias_per_cell": 4.509,
  "rsz0062_at_grt": "yes",
  "port-buffer-count": 50,
  "hpwlAfterDp_mm": 2.537,
  "edf_count": 0,
  "drc_errors": 0,
  "grt_pass1_vias": 1472,
  "fp.dieW_um": 72.85,
  "critPathRequiredTime_ns": 1.36,
  "grt_use_total_pct": 14.69,
  "synth.distinct_cells": 15,
  "yosysWarnings": 1,
  "drt-pass1-iter-count": 4,
  "die_h_um": 72.85,
  "antenna_found_initial": 0,
  "placed_area_mm2": 0.003102,
  "ios": 51,
  "grt_pass1_wl_mm": 5.823,
  "yosysTopAreaCellShare_pct": 69.39,
  "gp_congestion": 0.7772,
  "cp_num_buf_inv": 2,
  "ys_top_cells_by_count": "dfxtp_1, ha_1, xor2_1",
  "min-delay-start": "ISB2[11]",
  "tool_warnings": 28,
  "fill_cells": 322,
  "ys_seq_share_pct": 69.39,
  "die_area_mm2": 0.005307,
  "p_leak_nw": 1.478,
  "async_flop_share_pct": 0,
  "clkTransAtPathRegs_ns": 0.08,
  "num_rows": 25,
  "cp_max_fo": 3,
  "postRouteWirelength_mm": 3.570,
  "rrSetupSlack_ns": 0.50,
  "synthFlopType": "dfxtp_1",
  "r2r-end": "ISB2[39]",
  "ys_chip_area_mm2": 0.002510,
  "drt_iter0_markers": 55,
  "syn_area_mm2": 0.002510,
  "final_area_mm2": 0.003417,
  "clockBufferDepth": 2,
  "drtAntennaViolNets": 0,
  "slew_viol_final": 0,
  "yosysCellCount": 187,
  "hold_viol": 0,
  "r2r_cells": 4,
  "setup_ws_ns": -0.1206,
  "slew_headroom_pct": 83.57,
  "most_common_cell": "dfxtp_1",
  "tightest_slew_ns": 0.2439,
  "clock.fmax_mhz": 549.3,
  "critPathLaunchType": "flop",
  "wl_per_cell_um": 10.88,
  "hold_end": "ISB3[11]",
  "initCoreUtil_pct": 52.44,
  "fin_skew_ns": 0.006135,
  "ys_seq_elements": 87,
  "critical_path_arrival_ns": 1.48,
  "vias": 1479,
  "avgSynthCellArea_um2": 13.42,
  "syn2layout_area_growth_pct": 36.14,
  "power_density_mw_per_mm2": 1297,
  "worstReg2RegStart": "ISB1[15]",
  "drive_gt1_share_pct": 19.16,
  "htree_levels": 3,
  "hold_buffers": 0,
  "ir_drop_mv": 0.8649,
  "hold_depth": 0,
  "cts_tree": "built",
  "dpl_worst_slack_ns": -0.1672,
  "period_minus_slack_ns": 1.821,
  "max_stage_delay_ns": 0.34,
  "antennaDiodeCount": 0,
  "clock_latency_ns": 0.33,
  "grt_max_degree": 14,
  "slowest_stage": "dfxtp_2",
  "critical_path_class": "flop to output port",
  "path_delay_family": "flip-flops",
  "numCtsBuffers": 9,
  "yosys.area.top_type": "dfxtp_1",
  "grt-ovfl-total": 0,
  "maxCapViolations": 0,
  "syn_inst": 187,
  "worstPathCellList": "ha_4 > o21a_1 > buf_6 > nor2_4 > xnor2_1 > buf_2",
  "hp-class": "flop to flop",
  "root_buffer": "clkbuf_8"
}
-- cells in the final DEF, fill, tap and decap left out, types with 5 or more instances in the layout --
master / n
dfxtp_1: 79
clkdlybuf4s50_1: 34
xor2_1: 20
ha_1: 16
a21oi_1: 12
nand2_1: 9
clkbuf_8: 9
buf_2: 9
dfxtp_2: 8
dlygate4sd2_1: 6
nor2_1: 5
buf_4: 5
buf_6: 5
-- how the worst max path moves through the flow --
stage / startpoint / end / cells after the start
final: ISB3[40] / out[2] / 6
after global routing: ISB3[40] / out[2] / 6
after CTS: ISB3[43] / out[15] / 6
-- repair_timing --
action | CTS | global route
endpoints found under the setup margin | 16 | 10
pin swaps | 31 | 23
gates resized | 56 | 10
setup buffers | 5 | 2
-- routing by layer --
metal  global-route usage [%]  up-vias  share of wire, %
met5                        0        -                 0
met4                    3.486        0               2.1
met3                    3.081        9               4.8
met2                    23.88       39                44
met1                    21.24      658                49
li1                         -      773                 -
-- sequential cells by signal (all words and copies together), names as in the netlist --
name,flops
ISB2,37
ISB1,17
ISB3,33
-- through the flow --
stage | instances | power, W | hold slack [ns] | setup TNS, ns | utilization, %
2_1_floorplan | 187 | 0.002631 | 0.3096 | 0 | -
3_3_place_gp | 305 | 0.003015 | 0.3102 | -1.004 | 64.81
3_5_place_dp | 305 | 0.003028 | 0.3121 | -1.194 | 64.81
4_1_cts | 326 | 0.004444 | 0.3271 | -0.5091 | 70.46
5_1_grt | 328 | 0.004652 | 0.3259 | -0.8183 | 71.40
6_report | 328 | 0.004430 | 0.3226 | -0.2745 | 71.40
-- cells by family after synthesis --
logic type	share of synthesized area [%]
and+or+nand+nor	4.536
buffers and inverters	0.5980
xor gates and xnor gates	8.375
DFF	69.39
AOI/OAI and AO/OA	7.129
adders and majority gates	9.970
-- power by group --
group	total (W)	internal, W	switching (W)
combinational	0.000605	0.000392	0.000213
sequential	0.00238	0.00228	0.000105
clock	0.00144	0.000825	0.000616
total	0.00443	0.00350	0.000934
-- worst register-to-register path, delay by kind of cell, from the launching register on --
kind	cells	cell delay, ns
flops	1	0.33
compound gates	2	0.28
fa+ha+maj	1	0.28
xor+xnor	1	0.18
-- area by class of cell --
class | instances | area [um2] | share of cell area (%)
flip-flops and latches | 87 | 1752 | 51.26
multi-input cells | 98 | 839.6 | 24.57
repair buffers | 60 | 536.8 | 15.71
clock buffers | 12 | 135.1 | 3.955
well taps | 67 | 83.83 | 2.453
clock inverters | 4 | 70.07 | 2.051
Power and IR drop assume default switching activity.
